### run.sh
#!/bin/bash
# OpenROAD 26Q1-2900-gdf79404cd8, Yosys 0.63+post, stock flow scripts
make -C /OpenROAD-flow-scripts/flow DESIGN_CONFIG=/design/flow/config.mk WORK_HOME=/design/flow/orfs finish
### config.mk
export PLATFORM = sky130hd
export DESIGN_NAME = fball
export DESIGN_NICKNAME = fball
export VERILOG_FILES = /design/flow/design.v
export SDC_FILE = /design/flow/constraint.sdc
export NUM_CORES = 4
export LEC_CHECK = 1
export CORE_UTILIZATION = 30
### constraint.sdc
current_design fball

set clk_period 15.1
set clk_io_pct 0.2

create_clock -name clk0 -period $clk_period [get_ports {Clk}]

set non_clock_inputs [all_inputs -no_clocks]
set_input_delay [expr $clk_period * $clk_io_pct] -clock clk0 $non_clock_inputs
set_output_delay [expr $clk_period * $clk_io_pct] -clock clk0 [all_outputs]
### design.v
module fball ( input         Clk,                 
                             Reset,               
                             frame_clk,           
               input [9:0]   DrawX, DrawY,        
					input [1:0]   roomNum, myRoomNum,  
					input [9:0]   startX, startY,	     
               output logic  is_fball,            
					output logic  up_num,				  
					output logic  [8:0] fball_address,   
					output logic  [9:0] Fball_X_Pos, Fball_Y_Pos  
              );
	parameter [9:0] Fball_X_Min = 10'd0;        
   parameter [9:0] Fball_X_Max = 10'd639;      
   parameter [9:0] Fball_Y_Min = 10'd0;        
   parameter [9:0] Fball_Y_Max = 10'd479;      
   logic [9:0] Fball_Size_X;						   
	assign Fball_Size_X = 10'd10;
	logic [9:0] Fball_Size_Y;						   
	assign Fball_Size_Y = 10'd10;
	logic [9:0] Fball_Y_Vel;
	logic normal_functionality;
	logic [9:0] Fball_X_Pos_in, Fball_Y_Pos_in, Fball_Y_Vel_in;
	logic	up_num_in;
	logic [9:0] Clk_counter;
   logic frame_clk_delayed, frame_clk_rising_edge;
   always_ff @ (posedge Clk) begin
      frame_clk_delayed <= frame_clk;
		frame_clk_rising_edge <= (frame_clk == 1'b1) && (frame_clk_delayed == 1'b0);
   end
   always_ff @ (posedge Clk)
   begin
		if (Reset)  
      begin
			Fball_X_Pos <= 800;
         Fball_Y_Pos <= 10'd0;
			Fball_Y_Vel <= 10'd0;
			up_num <= 1'b1;
			Clk_counter <= 10'd0;
			normal_functionality <= 1'b0;
		end
		else if (roomNum == myRoomNum && normal_functionality == 1'b1)  
		begin
			Fball_X_Pos <= Fball_X_Pos_in;
         Fball_Y_Pos <= Fball_Y_Pos_in;
			Fball_Y_Vel <= Fball_Y_Vel_in;
			up_num <= up_num_in;
			normal_functionality <= 1'b1;
			if (Clk_counter > 1000)
				Clk_counter <= 0;
			else
			begin
				if (frame_clk_rising_edge)
					Clk_counter++;
			end
		end
		else if (roomNum == myRoomNum)  
		begin
			Fball_X_Pos <= startX;
         Fball_Y_Pos <= startY;
			Fball_Y_Vel <= 10'd0;
			up_num <= 1'b1;
			Clk_counter <= 10'd0;
			normal_functionality <= 1'b1;
		end
      else									 
      begin
			Fball_X_Pos <= 800;
         Fball_Y_Pos <= 10'd0;
			Fball_Y_Vel <= 10'd0;
			up_num <= up_num_in;
			normal_functionality <= 1'b0;
			if (Clk_counter > 1000)
				Clk_counter <= 0;
			else
			begin
				if (frame_clk_rising_edge)
					Clk_counter++;
			end
		end
	end
   always_comb
   begin
      Fball_X_Pos_in = Fball_X_Pos;
      Fball_Y_Pos_in = Fball_Y_Pos;
		Fball_Y_Vel_in = Fball_Y_Vel;
		up_num_in = up_num;
      if (frame_clk_rising_edge)
      begin
			Fball_X_Pos_in = Fball_X_Pos;
			Fball_Y_Pos_in = Fball_Y_Pos + Fball_Y_Vel;
			Fball_Y_Vel_in = Fball_Y_Vel;
			up_num_in = up_num;
			if (Clk_counter % 10 == 0)
			begin
				if (Fball_Y_Vel == -10'd10)
				begin
					up_num_in = 1'b1;
					Fball_Y_Vel_in = -10'd5;
				end
				else if (Fball_Y_Vel == -10'd5)
				begin
					up_num_in = 1'b1;
					Fball_Y_Vel_in = -10'd3;
				end
				else if (Fball_Y_Vel == -10'd3)
				begin
					up_num_in = 1'b1;
					Fball_Y_Vel_in = 10'd3;
				end
				else if (Fball_Y_Vel == 10'd3)
				begin
					up_num_in = 1'b0;
					Fball_Y_Vel_in = 10'd5;
				end
				else if (Fball_Y_Vel == 10'd5)
				begin	
					up_num_in = 1'b0;
					Fball_Y_Vel_in = 10'd10;
				end
				else if (Fball_Y_Vel == 10'd10)
				begin
					up_num_in = 1'b1;
					Fball_Y_Vel_in = 10'd0;
					Fball_Y_Pos_in = 490;
				end			
				else if (Fball_Y_Vel == 10'd0)
				begin
					up_num_in = 1'b1;
					Fball_Y_Vel_in = -10'd10;
				end
			end
		end
	end
   int DistX, DistY;
   assign DistX = DrawX - Fball_X_Pos + Fball_Size_X;
   assign DistY = DrawY - Fball_Y_Pos + Fball_Size_Y;
   always_comb begin
		if (DistX <= (Fball_Size_X*2) && DistY <= (Fball_Size_Y*2) && DistX >= 10'd0 && DistY >= 10'd0)
			is_fball = 1'b1;
		else
			is_fball = 1'b0;
		if (is_fball == 1'b1)
		begin
			fball_address = DistX + DistY * 21;
		end
		else
			fball_address = 9'b0;  
	end 
endmodule
==> out/qor.txt <==
Sequential Area: 781 sq um
Log Warnings: 27
total CTS buffers: 5
Routed Antenna Nets: 0
clk buf depth: 2
routed vias/inst: 5.23
hold_ws: 0.390 ns
Fmax: 0.0810 GHz
status: completed
top_reg_cell synth: dfxtp_1
DRT Pass-1 Iters: 4
Post-synth EDFFs: 0
CTS root buffer: clkbuf_16
share of post-route cells with drive strength above 1: 0.0680
Critical Path Sink Type: output pin
worst-margin pin slew: 0.944 ns
Synth-to-Final Area Change: 16.7%
CTS Sinks: 39
max-cap violations: 0
grt total ovfl: 0
Total Wirelength: 16.2 mm
final tally of hold violations: 0
n_diodes: 0
PortBufs: 77
Hold/Removal Path Class: flop to flop
Critical Path AT: 9.32 ns
Comb area: 4830 sq um
clock slew at reported path FFs: 0.06 ns
Post-synth area hogs: ha_1 (14%), dfxtp_1 (13%), xnor2_1 (6.4%)
Vias: 5791
count of mapped cells out of synthesis: 784
Yosys reg bits: 39
Post-synth top cells: inv_1 (77), nor2_1 (75), ha_1 (69)
Final Non-Filler Cells: 1108
Slew HR: 0.365
pin count of the biggest net entering global routing: 31
fin crit share: 0.817
core area: 20200 sq um
first-pass GRT wire length: 27.2 mm
Synth Seq Share: 0.126
post-route setup TNS: 0 ns
RSZ-0062 raised after global routing: no
Final Max Slew Viols: 0
synthesized area: 6200 sq um
Synth top cell by count: inv_1
total track usage: 0.157
CP Launch Type: primary input
Async SR Flop Fraction: 0
DR iter-0 viols: 245
Post-DP HPWL: 12.7 mm
CTS tree: yes
pwr/cell area: 104 nW/um^2
Chip Footprint: 21300 sq um
Die Wd: 146 microns
number of global-route vias before repair: 5432
# resized after CTS: 0
Crit path required time: 12.08 ns
height of the die: 146 microns
Final min period: 12.34 ns
Routed WL per cell: 14.6 microns
Placed Instances: 1100
cell count listed in synth_stat.txt: 784
Worst IR Drop VDD: 0.0858 mV
Setup-failing EPs final: 0
Reg2Reg Setup Slack: 8.88 ns
leakage power: 2.96 nW
H-Tree Level Count: 2
initial antenna violation count: 0
Ports: 78
CTS Hold Bufs: 0
Yosys cell types: 105
# fillers: 2112
Rows: 52
Setup Crit Path Kind: primary input to output pin
Top-area cell share: 0.139
YS chip area: 6200 sq um
Final GP Congestion: 0.908
Worst Path Max Fanout: 12
clk_skew: 0.0120 ns
Init Core Util: 0.307
drc violations: 0
synthesis warning total: 1
syn_area_per_cell: 7.91 sq um
Setup Fix Bufs, Post-CTS: 0
Clk Latency, worst-skew pair: 0.29 ns
cell accounting for the most synthesized area: ha_1
-- state kept, by name, indices dropped and copies added (netlist names) --
signal	count
frame_clk_rising_edge	1
Fball_Y_Vel	5
Clk_counter	10
up_num	1
Fball_X_Pos	10
Fball_Y_Pos	10
frame_clk_delayed	1
normal_functionality	1
-- per-layer routing --
metal / vias to the layer above / share of wire / GRT usage
met4: 0 / 0.016 / 0.0274
met2: 121 / 0.45 / 0.251
met5: - / 0 / 0
li1: 2956 / - / -
met1: 2696 / 0.50 / 0.237
met3: 18 / 0.032 / 0.00960
-- per-stage QoR --
step / utilization / instance area, sq um / worst slack [ns] / power (W)
after floorplan: - / 6200 / 4.40 / 0.000513
after CTS: 0.358 / 7240 / 2.67 / 0.000764
after detailed placement: 0.348 / 7050 / 2.69 / 0.000614
after global placement: 0.348 / 7050 / 2.90 / 0.000622
final: 0.358 / 7240 / 2.76 / 0.000753
after global routing: 0.358 / 7240 / 2.18 / 0.000830
-- cell families (layout without fill, tap and decap cells) --
| group | after synthesis | in the layout | share of synthesized area |
|---|---|---|---|
| and+or+nand+nor | 259 | 259 | 0.228 |
| AOI/OAI and AO/OA | 202 | 202 | 0.240 |
| buffers and inverters | 115 | 169 | 0.0960 |
| adders and majority gates | 82 | 82 | 0.178 |
| xor gates and xnor gates | 67 | 67 | 0.0946 |
| DFF | 39 | 39 | 0.126 |
| muxes | 20 | 20 | 0.0373 |
-- report_power, final --
part / internal (W) / leakage [nW] / switching, W
logic: 0.000240 / 2.55 / 0.000261
registers: 0.000106 / 0.317 / 0.00000384
clock network: 0.0000950 / 0.0911 / 0.0000469
total: 0.000441 / 2.96 / 0.000312
-- area by class of cell --
| cell class | count | area share |
|---|---|---|
| inverter | 79 | 0.0410 |
| tap | 270 | 0.0467 |
| clock inverter | 2 | 0.00830 |
| timing repair buffer | 82 | 0.112 |
| sequential | 39 | 0.108 |
| multi-input combinational | 630 | 0.667 |
| clock buffer | 6 | 0.0178 |
-- worst paths after layout --
kind	start	to	cells after the start
min	frame_clk_delayed	frame_clk_rising_edge	1
min reg2reg	frame_clk_delayed	frame_clk_rising_edge	1
max	DrawY[0]	fball_address[3]	25
max reg2reg	Clk_counter[7]	Fball_Y_Vel[0]	18
-- layout by cell type (no fill, tap or decap), types with 4 or more instances in the layout --
master           instances
xor2_1                  22
nor3_1                  19
clkbuf_16                5
nor2_1                  75
inv_1                   77
nor2b_1                  7
nand4_1                 16
fa_1                    11
and2_1                   5
a31oi_1                  4
xnor2_1                 45
nand3_1                 23
and3_1                   9
o211ai_1                 7
o211a_1                  4
a2111oi_0                4
nand2_1                 47
a21oi_1                 46
a21o_1                  19
o221ai_1                 5
a211oi_1                 5
ha_1                    69
buf_4                    5
nor4_1                   7
o2111ai_1                4
dfxtp_1                 39
o21bai_1                15
mux2i_1                 16
nand2b_1                 5
clkdlybuf4s50_1         77
o21ai_0                 30
a311oi_1                 5
-- critical path, cell delays in order --
cell and delay [ns]:
clkdlybuf4s50_1 0.40, inv_1 0.06, ha_1 0.14, inv_1 0.06
fa_1 0.43, a21oi_1 0.15, nor2_1 0.05, nor2_1 0.15
o21bai_1 0.09, a21oi_1 0.22, o21bai_1 0.09, a21oi_1 0.21
o21bai_1 0.09, a21oi_1 0.67, nand3_1 0.16, ha_1 0.31
or4b_2 0.57, nor3_1 0.26, o2111ai_1 0.13, or4_1 0.39
or3_1 0.31, nor3_1 0.19, nand4_1 0.38, nor3_1 0.30
clkdlybuf4s50_1 0.50
Power figures rest on the tool's default switching activity, not on a simulated workload.
